`flow/run.sh`:
```
#!/bin/bash
# OpenROAD 26Q1-2900-gdf79404cd8, Yosys 0.63+post, stock flow scripts
make -C /OpenROAD-flow-scripts/flow DESIGN_CONFIG=/design/flow/config.mk WORK_HOME=/design/flow/orfs finish
```
`flow/config.mk`:
```
export PLATFORM = sky130hd
export DESIGN_NAME = Mem_Data
export DESIGN_NICKNAME = Mem_Data
export VERILOG_FILES = /design/flow/design.v
export SDC_FILE = /design/flow/constraint.sdc
export NUM_CORES = 4
export LEC_CHECK = 1
export CORE_UTILIZATION = 30
```
`flow/constraint.sdc`:
```
current_design Mem_Data

set clk_period 5.8
set clk_io_pct 0.2

create_clock -name clk0 -period $clk_period [get_ports {clk}]

set non_clock_inputs [all_inputs -no_clocks]
set_input_delay [expr $clk_period * $clk_io_pct] -clock clk0 $non_clock_inputs
set_output_delay [expr $clk_period * $clk_io_pct] -clock clk0 [all_outputs]
```
`flow/design.v`:
```
module Mem_Data(
    input logic clk,
    input logic dv,
    input logic[3:0] data_t,
    input logic[15:0] com,
    output logic giveD,
    output logic giveC,
    output logic write_data,
    output logic [3:0]ADR_1
    );
    int i = 0;
    logic reset = 1'b1;
    logic [15:0]CMD; 
    parameter READ = 1;
    parameter DECODE = 2;
    parameter OPERATOR = 3;
    parameter EXEC = 4;
    parameter WRITE = 5;
    reg [3:0]State = READ;
    logic[3:0] adr1;
    logic[3:0] adr2;
    logic[3:0] result;
    logic oper; 
    logic[3:0] operand1;
    logic[3:0] operand2;
    logic flag;
    always_ff @(posedge clk) 
    begin
        if (reset == 1'b1)
        begin
            case (State)
            READ:
            begin
                giveC <= 1'b1;
                ADR_1 <= i;
                if (dv==1'b1)
                begin
                    CMD <= com;
                    giveC <=1'b0;
                    State <= DECODE;
                end
            end
            DECODE:
            begin
                adr1 <= CMD[4:1];
                adr2 <= CMD[8:5];
                result <= CMD[12:9];
                oper <= CMD[1:0];
                State <= OPERATOR;
            end
            OPERATOR:
            begin
                giveD <= 1'b1;
                ADR_1 <= adr1;
                if (giveD == 1'b1) giveD <= 1'b0;
                if (dv == 1'b1)
                begin
                giveD <= 1'b0;
                operand1 <= data_t;
                flag <= 1'b1;
                end
                if((flag == 1'b1)&&(dv==1'b0))
                begin
                    giveD <= 1'b1;
                    ADR_1 <= adr2;
                end
                if(giveD==1'b1) giveD <= 1'b0;
                if (dv == 1'b1)
                begin
                operand2 <= data_t;
                if (operand2 == data_t) State <= EXEC;
                end
            end
            EXEC:
            begin
                State <= WRITE;
                i <= i + 1;
                case(oper)
                1'b0:
                begin
                    operand1 <= operand1 + operand2;
                end
                1'b1:
                begin
                    operand1 <= operand1 - operand2;
                end
                default:
                begin
                    State<=READ;
                end
                endcase
            end
            WRITE:
            begin
                write_data <= 1'b1;
                ADR_1 <= operand1;
                if (write_data == 1'b1)
                begin
                write_data <= 1'b0;
                State <= READ;
                end
            end
            default:
            begin
                State <= READ;
            end
            endcase
        end
        if (i == 2)
        begin 
            reset <= 1'b0;
        end
    end
endmodule
```
==> run_results.csv <==
group,metric,value,unit
clock_network,cts.sinks,69,
outcome,status,"finished, final reports clean",
synthesis,yosys_area,0.00342,sq mm
die,ios,29,
timing,worstMarginPinSlew,0.616,ns
critical_path,reg2reg_slack,3.52,ns
clock_network,clk_pin_slew,0.06,ns
routing,drt_pass1_iterations,4,
timing,rsz0062_at_grt,"false",
placed_design,place_inst,424,
critical_path,crit_chain,"clkdlybuf4s50_1 -> xor2_1 -> o41ai_1 -> o221ai_1 -> a21boi_0",
clock_network,cts_tree,"yes",
critical_path,critPathLaunchType,"input port",
pwr,clkPwrFrac,48.0,%
timing,relSlewSlack,58.6,%
grt,grt_pass1_wl,10.0,mm
critical_path,critPathMaxStageDelay,0.45,ns
routing,post_drt_via_cell_ratio,4.91,
finish,drive_gt1_share,10.0,%
die,die_w,109,um
finish,area_growth,19.3,%
pwr,power_frac_comb,2.2,%
min_path,min_from,"CMD[2]$_DFFE_PP_",
finish,fillCellCount,1012,
grt,track_usage,11.4,%
routing,num_antenna_cells,0,
critical_path,reg2reg_from,"operand2[0]$_DFFE_PP_",
pwr,power.switching,0.212,mW
timing,max_clock_freq,350,MHz
timing,slew_violations,0,
critical_path,end_kind,"flop",
pwr,p_sw_share,19.2,%
clock_network,cts_setup_buffers,0,
die,die_area,0.0118,sq mm
clock_network,cts.path.max_buffers,2,
critical_path,crit_slowest_cell,"clkdlybuf4s50_1",
placed_design,dp_slack,2.63,ns
min_path,holdPathStages,0,
finish,finalNonFillerCells,440,
die,core,0.0110,sq mm
routing,ant_nets,0,
grt,antenna_found_initial,0,
routing,postRouteWirelength,5.93,mm
placed_design,port_buffers,21,
finish,register_area,0.00207,sq mm
grt,grt_remaining_overflow,0,
routing,drt_first_iter_violations,127,
timing,min_period,2.86,ns
critical_path,path_buffers,1,
timing,fin_hold_ws,0.413,ns
routing,drcViolationCount,0,
clock_network,cts_buffers,9,
die,die_h,109,um
pwr,p_leak,1.37,nW
synthesis,syn_inst,268,
synthesis,postSynthSeqShare,60.7,%
timing,timing.final.crit_share,49.2,%
pwr,p_int,0.890,mW
clock_network,cts_hold_buf,0,
critical_path,critPathArrivalTime,2.83,ns
placed_design,dp_hpwl,4.14,mm
pwr,p_seq_share,49.9,%
synthesis,ys.flops,69,
clock_network,clk_latency,0.33,ns
synthesis,syn_area_per_cell,12.7,sq um
pwr,peakVddDrop,0.181,mV
synthesis,syn-cell-area,0.00342,sq mm
finish,comb_area,0.00126,sq mm
job,warnings,33,
critical_path,cp_max_fo,3,
timing,finalHoldViolCount,0,
critical_path,startpoint,"data_t[3]",
critical_path,worstReg2RegEnd,"operand1[3]$_DFFE_PP_",
synthesis,yosysUniqueCellTypes,44,
min_path,min_to,"adr1[1]$_DFFE_PP_",
die,initCoreUtil,31.1,%
critical_path,worst-r2r-cell-count,9,
pwr,power_density,270,mW/mm^2
die,placementRows,38,
synthesis,yosysCellCount,268,
clock_network,root_buffer,"clkbuf_16",
routing,dr_total_vias,2161,
timing,fin_tns_setup,0,ns
placed_design,gp_congestion,0.847,
timing,fin_ws,2.94,ns
min_path,hold_class,"reg -> reg",
timing,clock_skew,0.00978,ns
finish,fin_area,0.00408,sq mm
clock_network,cts_resized,0,
grt,grt_max_degree,33,
clock_network,h-tree-depth,3,
job,max-cap-violations,0,
synthesis,ys_warn_count,1,
routing,wl_per_cell,13.5,um
placed_design,placement.cell_area,0.00378,sq mm
critical_path,cp.required,5.78,ns
critical_path,path_class,"in -> reg",
critical_path,crit_family,"AND-OR/OR-AND gates",
timing,setup_viol,0,
grt,grt_pass1_vias,2029,
## synthesized netlist by cell type, drive strengths merged
| cell type | instances | area [sq um] |
|---|---|---|
| mux2 | 5 | 56.3 |
| buf | 2 | 12.5 |
| nand2 | 20 | 77.6 |
| fa | 1 | 20.0 |
| edfxtp | 69 | 2070 |
| nor2 | 11 | 41.3 |
| nand4 | 9 | 62.6 |
| o2111ai | 1 | 8.76 |
| o41ai | 1 | 8.76 |
| and3 | 9 | 56.3 |
| conb | 1 | 3.75 |
| nand4bb | 1 | 11.3 |
| o22a | 3 | 26.3 |
| nand2b | 1 | 6.26 |
| o31ai | 1 | 7.51 |
| ha | 6 | 75.1 |
| nor3 | 7 | 40.0 |
| or3 | 1 | 11.3 |
| o21a | 1 | 7.51 |
| nand3b | 1 | 7.51 |
| and2 | 2 | 12.5 |
| o221ai | 1 | 8.76 |
| inv | 13 | 48.8 |
| o21ai | 5 | 25.0 |
| nand3 | 17 | 90.1 |
| nor4 | 12 | 96.3 |
| o22ai | 7 | 43.8 |
| xnor2 | 23 | 201 |
| clkbuf | 5 | 18.8 |
| and3b | 1 | 8.76 |
| nor4b | 1 | 8.76 |
| and4 | 4 | 35.0 |
| a21oi | 5 | 25.0 |
| a2111oi | 1 | 15.0 |
| xor2 | 15 | 131 |
| nor2b | 3 | 18.8 |
| a21boi | 2 | 15.0 |
## final cells by class
class                           count  area share, %
Multi-Input combinational cell    179           31.0
Clock inverter                      7           1.63
Tap cell                          140           4.30
Inverter                           13           1.20
Clock buffer                        9           5.52
Sequential cell                    69           50.8
Timing Repair Buffer               23           5.52
## state kept, by name, summed over array words and instances, names as in the netlist
signal      flops
ADR_1           4
adr1            4
operand2        4
operand1        4
giveC           1
State           3
CMD             9
i              32
write_data      1
reset           1
adr2            4
oper            1
giveD           1
## metrics by stage
step                      power (mW)  util [%]
after global routing            1.14      37.1
after global placement         0.583      34.5
after floorplan                0.570         -
final                           1.10      37.1
after detailed placement       0.584      34.5
after CTS                       1.11      37.1
## worst max-delay path by stage
stage	to	slack, ns	depth (start not counted)
after CTS	State[0]$_DFFE_PP_	2.93	5
after global routing	State[0]$_DFFE_PP_	2.80	5
final	State[0]$_DFFE_PP_	2.94	5
## power groups by stage
stage	sequential, mW	combinational, mW	clock [mW]
CTS	0.549	0.0243	0.537
global route	0.550	0.0268	0.561
finish	0.549	0.0241	0.529
## placed cells by master, fill, tap and decap left out, types with 2 or more instances in the layout
master           count
a21boi_0             2
inv_1               13
mux2_2               5
ha_1                 6
nor2_1              11
edfxtp_1            69
nor4_1              10
nand2_1             19
clkinvlp_4           3
a21oi_1              5
clkdlybuf4s50_1     21
nor2b_1              3
xnor2_1             23
xor2_1              15
o21ai_0              5
and4_1               4
nand4_1              8
nor3_1               6
and2_1               2
o22ai_1              7
and3_1               9
buf_4                2
clkbuf_16            9
nand3_1             16
clkinv_2             2
o22a_1               3
## cell families (layout without fill, tap and decap cells)
kind of cell	after synthesis	in the layout	synth area share [%]
mux	5	5	1.65
compound gates	28	28	5.60
fa+ha+maj	7	7	2.78
buf+inv	20	52	2.34
simple gates	100	100	17.1
xor+xnor	38	38	9.74
flops	69	69	60.7
other cells	1	1	0.110
## metal layers
metal  track usage (%)  vias up  wire length [um]
li1                  -     1069                 -
met1              19.8     1026              3050
met2              15.1       56              2390
met3              3.35       10               361
met4              1.83        0               119
met5                 0        -                 0
No activity file was given, so power comes from the tool's default toggle rates.
