**config.mk**
```make
export PLATFORM = sky130hd
export DESIGN_NAME = alu
export DESIGN_NICKNAME = alu
export VERILOG_FILES = /design/flow/design.v
export SDC_FILE = /design/flow/constraint.sdc
export NUM_CORES = 4
export LEC_CHECK = 1
export CORE_UTILIZATION = 30
```
**constraint.sdc**
```tcl
current_design alu

set clk_period 9.3
set clk_io_pct 0.2

create_clock -name clk0 -period $clk_period [get_ports {clk}]

set non_clock_inputs [all_inputs -no_clocks]
set_input_delay [expr $clk_period * $clk_io_pct] -clock clk0 $non_clock_inputs
set_output_delay [expr $clk_period * $clk_io_pct] -clock clk0 [all_outputs]
```
**design.v**
```verilog
module alu(
    input logic clk,
    input logic in_alu,
    input logic[15:0] operand1,
    input logic[15:0] operand2,
    input logic operation,
    output logic[15:0] result,
    output logic out_alu
);
always_ff @(posedge clk)
begin
if(in_alu==1'b1)
begin
    case(operation)
        1'b0:
        begin
            result <= operand2+operand1;
            out_alu <= 1'b1;
        end
        1'b1:
        begin
            result <= operand2-operand1;
            out_alu <= 1'b1;
        end
    endcase
    if (out_alu==1'b1)
    begin
        out_alu<=1'b0;
    end
end
end
endmodule
```
**run.sh**
```bash
#!/bin/bash
# OpenROAD 26Q1-2900-gdf79404cd8, Yosys 0.63+post, stock flow scripts
make -C /OpenROAD-flow-scripts/flow DESIGN_CONFIG=/design/flow/config.mk WORK_HOME=/design/flow/orfs finish
```
==> summary.txt <==
Summary of the current implementation state.

- The run finished with clean final reports.
- Data on the critical path arrives at its endpoint at 4.80 ns.
- According to the timing report, the critical path is launched from operand1[0].
- The core area is 0.00479 mm^2, for reference.
- The first global-routing pass estimated 4.70 mm of wire.
- The total number of warnings across the stage logs is 25, for reference.
- The clock tree root driver cell is sky130_fd_sc_hd__clkbuf_8, for reference.
- The final timing report lists a max-slew violation count of 0.
- The final weighted congestion of routability-driven global placement is 0.885, for reference.
- Per the synth log, the flip-flop and latch total comes to 17.
- The tally of max-capacitance violations is 0, for reference.
- STA classifies the critical path startpoint as an input port.
- The worst hold-check path type is reg -> reg, for reference.
- The normalized max-slew margin is 53.1%, for reference.
- After synthesis, the mean cell area works out to 9.77 um^2.
- TritonCTS built the clock tree.
- The largest area contributor in the synthesized netlist is sky130_fd_sc_hd__edfxtp_1, for reference.
- For this block, the via count after detailed routing is 1205.
- The routed design shows a via density per instance of 4.38.
- The endpoint kind of the worst setup timing path is a flip-flop, for reference.
- The script computed a power per unit cell area of 135 mW/mm^2.
- The final-layout setup total negative slack is 0 ns, for reference.
- The leakage component of the power is 0.822 nW, for reference.
- Dividing the detail-routed wire length by the instance count gives 10.4 um.
- The number of setup buffers added after CTS is 0.
- The storage element area is 510 um^2, for reference.
- Per the detail_route report, DRC violations left total 0.
- The signal on the critical path passes through clkdlybuf4s50_1 > inv_1 > ha_1 > nand2b_1 > or4_1 > nor3_1 > nor2_1 > xnor2_1 > ha_1 > nand4_1 > o22a_2 > or3_1 > a31oi_1 > xnor2_1.
- After synthesis, the design contains 154 cells according to Yosys.
- The vertical extent of the die is 72.8 um, for reference.
- The number of nets still failing antenna checks after routing is 0, for reference.
- The number of levels the H-tree was split into is 1, for reference.
- Endpoints with negative setup slack in the final report add up to 0.
- Setup repair after global routing left no endpoint under its margin.
- VDD sags by at most 0.0430 mV.
- Counting only logic cells after layout, the most numerous master is sky130_fd_sc_hd__clkdlybuf4s50_1.
- The number of buffers added by the clock tree synthesis step is 3, for reference.
- The slowest stage of the critical path belongs to the cell sky130_fd_sc_hd__clkdlybuf4s50_1.
- After filler insertion, the fill cell instance count of the layout stands at 461.
- After legalization and detailed placement, the total HPWL measured 2.47 mm.
- The chip occupies 0.00530 mm^2.
- The CTS clock-pin slew for the worst setup and hold paths is 0.06 ns, for reference.
- The distinct cell type count of the synthesized netlist is 36, for reference.
- The worst setup path category is in -> reg, for reference.
- The final critical path takes up 51.7% of the cycle.
- The number of I/O pins is 52, for reference.
- The growth of design area from synthesis to finish is 42.3%, for reference.
- For this design, the sink count on the clock tree is 17.
- The initial antenna violation count was 0.
- The library cells used most frequently in the layout, excluding fill and tap cells, are sky130_fd_sc_hd__clkdlybuf4s50_1, sky130_fd_sc_hd__xnor2_1, sky130_fd_sc_hd__a21oi_1, sky130_fd_sc_hd__edfxtp_1, sky130_fd_sc_hd__ha_1.
- The overall overflow remaining after global route is 0, for reference.
- The fraction of the yosys area taken by sequential cells is 33.9%, for reference.
- In the routed netlist, the antenna diode instances number 0.
- The synthesis area per yosys is 0.00150 mm^2, for reference.
- The main area contributors are sky130_fd_sc_hd__edfxtp_1, sky130_fd_sc_hd__xnor2_1, sky130_fd_sc_hd__ha_1.
- The smallest clock period supported by the final layout is computed as 4.81 ns.
- In the final layout, the share of cells above drive strength 1 is 4.81%.
- Buffers inserted to repair hold after CTS numbered 0.
- The maximum number of pins on one net before global-route repair is 18, for reference.
- The via count of the first global-routing pass came to 1106.
- The dominant synthesized flop cell is sky130_fd_sc_hd__edfxtp_1, for reference.
- The startpoint of the worst-slack reg-to-reg timing path is out_alu$_DFFE_PP_, for reference.
- The DRC marker count from the first detailed-route iteration is 21, for reference.
- For the pin with the worst max-slew slack, the measured transition is 0.701 ns.
- In this design, the stage delay of the slowest critical-path cell is 0.45 ns.
- The fraction of synthesis flops using an asynchronous set or reset pin is 0%, for reference.
- Before placement the cells fill 31.4% of the core.
- In the global route stage, overall resource usage came out at 11.2%.
- The instance count of the mapped netlist is 154, for reference.
- The total area of multi-input combinational cells is 952 um^2, for reference.
- The maximum number of buffers from clock root to sink is 2, for reference.
- The later pin in the worst-skew pair is clocked with a latency of 0.24 ns.
- The cell resize tally after clock tree synthesis is 0, for reference.
- The cell area after technology mapping is 0.00150 mm^2, for reference.
- The smallest hold slack is 0.547 ns, for reference.
- The number of endpoints with negative hold slack in the final report is 0, for reference.
- For the final database, setup skew stands at 0 ns.
- The area share of the leading cell type in the synthesized netlist is 33.9%, for reference.
- The data required time reported for the critical path is 9.29 ns.
- The number of warnings issued by yosys is 1, for reference.
- Looking at hold timing, the worst path starts from out_alu$_DFFE_PP_.
- The highest attainable clock frequency is 208 MHz, for reference.
- The critical path maximum fanout is 5.
- The overall die width is 72.8 um, for reference.
- The iteration count of the initial detailed-routing pass is 4, for reference.
- The number of enable-type register cells in the synthesized netlist is 17, for reference.
- Buffers placed on the I/O ports in this run total 51.
- In the post-route report, total wirelength is listed as 2.85 mm.
- The count of standard-cell rows is 25, for reference.
[Yosys cell counts, drive strengths merged, types with 2 or more instances]
cell / number
a21o: 3
a21oi: 17
a31oi: 4
edfxtp: 17
ha: 16
inv: 10
nand2: 6
nand2b: 5
nor2: 14
nor2b: 2
nor3: 3
o211ai: 2
o21ai: 6
xnor2: 23
xor2: 6
[sequential cells by signal, summed over array words and instances, names as in the netlist]
name	cells
result	16
out_alu	1
[power by group]
group / leakage (nW) / total [mW] / internal [mW] / switching, mW
combinational: 0.633 / 0.128 / 0.0763 / 0.0515
clock: 0.0228 / 0.0514 / 0.0303 / 0.0211
sequential: 0.166 / 0.110 / 0.107 / 0.00336
total: 0.822 / 0.289 / 0.213 / 0.0760
[cell families after synthesis]
logic type               count (synthesis)  synth area share (%)
adder cells (fa/ha/maj)                 17                  14.6
flip-flops                              17                  33.9
AND-OR/OR-AND                           40                  17.9
AND/OR/NAND/NOR                         39                  13.2
buffers and inverters                   11                  2.75
multiplexers                             1                 0.666
XOR/XNOR                                29                  16.9
[area by class of cell]
class                           count  share of cell area, %
Clock buffer                        4                   2.11
Inverter                           10                   1.75
Multi-Input combinational cell    126                   44.5
Sequential cell                    17                   23.9
Tap cell                           67                   3.92
Timing Repair Buffer               51                   23.9
[through the flow]
| step | area (um^2) | power [mW] | cells | setup WS [ns] | utilization, % |
|---|---|---|---|---|---|
| 5_1_grt | 2140 | 0.310 | 275 | 4.21 | 44.7 |
| 2_1_floorplan | 1500 | 0.181 | 154 | 4.91 | - |
| 6_report | 2140 | 0.289 | 275 | 4.49 | 44.7 |
| 3_3_place_gp | 2090 | 0.241 | 271 | 4.26 | 43.8 |
| 3_5_place_dp | 2090 | 0.241 | 271 | 4.24 | 43.8 |
| 4_1_cts | 2140 | 0.293 | 275 | 4.49 | 44.7 |
[metal layers]
metal  routed length, um  vias up  track usage (%)
li1                    -      668                -
met2                1250       28             17.3
met5                   0        -                0
met4                  23        0             1.31
met1                1490      507             18.4
met3                  82        2            0.560
[final timing paths]
check                          to  slack [ns]  depth (start not counted)
min reg2reg     out_alu$_DFFE_PP_        0.55                          1
min             out_alu$_DFFE_PP_        0.55                          1
max          result[12]$_DFFE_PP_        4.49                         14
max reg2reg     out_alu$_DFFE_PP_        8.68                          1
[critical path: cells and delay by family]
family          cells  cell delay, ns
simple gates        6            1.24
buf+inv             2            0.53
fa+ha+maj           2            0.53
compound gates      2            0.42
xor+xnor            2            0.23
No activity file was given, so power comes from the tool's default toggle rates.
