==> ./design.v <==
module top(
    input logic clk,
    input logic mosi,
    input logic ss,
    output logic dv0=1'b0,
    output logic [7:0]d0 = 8'b00000000 
    );
    int i = 0;
    always_ff @(posedge clk) 
    begin
        if (ss==1'b0) 
        begin
            i<=i+1;
            d0 <= {d0[6:0],mosi};
            if (i == 7)
            begin
                dv0 <= 1'b1;
            end
            else dv0 <= 1'b0;
            if (i==7)
            i<=0;
        end
    end
endmodule
==> ./run.sh <==
#!/bin/bash
# OpenROAD 26Q1-2900-gdf79404cd8, Yosys 0.63+post, stock flow scripts
make -C /OpenROAD-flow-scripts/flow DESIGN_CONFIG=/design/flow/config.mk WORK_HOME=/design/flow/orfs finish
==> ./config.mk <==
export PLATFORM = sky130hd
export DESIGN_NAME = top
export DESIGN_NICKNAME = top
export VERILOG_FILES = /design/flow/design.v
export SDC_FILE = /design/flow/constraint.sdc
export NUM_CORES = 4
export LEC_CHECK = 1
export CORE_UTILIZATION = 40
==> ./constraint.sdc <==
current_design top

set clk_period 4.6
set clk_io_pct 0.2

create_clock -name clk0 -period $clk_period [get_ports {clk}]

set non_clock_inputs [all_inputs -no_clocks]
set_input_delay [expr $clk_period * $clk_io_pct] -clock clk0 $non_clock_inputs
set_output_delay [expr $clk_period * $clk_io_pct] -clock clk0 [all_outputs]
==> impl_metrics.json <==
{
  "min_path_cells": 0,
  "max-slew-margin-rel_pct": 43.4,
  "cts_root_buf": "clkbuf_8",
  "cp-start-kind": "primary input",
  "hold_class": "reg2reg",
  "ys_cells": 150,
  "ff2ff_path_depth": 4,
  "ctsHoldBuffers": 0,
  "std_cell_rows": 24,
  "drive_gt1_share_pct": 7.65,
  "top_cell_area_share_pct": 63.8,
  "final_cells": 222,
  "layout_top_cell": "edfxtp_1",
  "place_congestion": 0.839,
  "yosysSeqAreaShare_pct": 63.8,
  "die_h_um": 71.5,
  "cts-resized-gates": 0,
  "gr-total-overflow": 0,
  "via_count": 1219,
  "syn_inst": 150,
  "yosysUniqueCellTypes": 20,
  "maxSlewViolCount": 0,
  "reg2reg_to": "i[29]$_SDFFCE_PN0N_",
  "yosys.area.top_type": "edfxtp_1",
  "cts_buffers": 5,
  "clock_latency_ns": 0.29,
  "wl_per_cell_um": 14.6,
  "initial_utilization_pct": 42.8,
  "grt_max_degree": 25,
  "area_leaders": "edfxtp_1 64%, xnor2_1 11%, nand3_1 4.2%",
  "rrSetupSlack_ns": 2.47,
  "p_leak_nw": 0.726,
  "n_antenna_cell": 0,
  "run_status": "finished clean",
  "final.min_clock_period_ns": 2.28,
  "critPathMaxFanout": 24,
  "clk_pin_slew_ns": 0.08,
  "firstDrtPassIters": 4,
  "drc": 0,
  "tightest_slew_ns": 0.842,
  "rsz0062_at_grt": "no",
  "cts_max_level": 2,
  "grt_pass1_wl_mm": 5.63,
  "warning_count": 25,
  "syn_area_um2": 1930,
  "area_growth_pct": 16.4,
  "dr_wl_met3_um": 133,
  "utilization_pct": 49.9,
  "fmax_ghz": 0.438,
  "lay_top_cells": "41 x edfxtp_1, 24 x xnor2_1, 16 x nand3_1, 12 x nand4_1, 12 x nand2_1",
  "place.port_buffers": 11,
  "fin_setup_tns_ns": 0,
  "yosysChipArea_um2": 1930,
  "via_per_inst": 5.49,
  "cts_tree": "done",
  "worstHoldStart": "d0[3]$_DFFE_PN_",
  "end_kind": "register",
  "grt_pass1_vias": 1166,
  "wl_met2_mm": 1.41,
  "required_ns": 4.56,
  "ios": 12,
  "vdd.ir_drop.worst_uv": 212,
  "finalHoldViolations": 0,
  "min_to": "d0[4]$_DFFE_PN_",
  "drt_iter0_markers": 50,
  "dp_hpwl_mm": 2.26,
  "wl_mm": 3.25,
  "regToRegStartpoint": "i[3]$_SDFFCE_PN0N_",
  "core_um2": 4500,
  "finalCritPeriodShare_pct": 49.7,
  "setup_viol": 0,
  "syn_avg_cell_area_um2": 12.9,
  "cap_violations": 0,
  "clock_path_buffers": 2,
  "wl_met1_mm": 1.67,
  "yosysWarnings": 1,
  "cts.sink_count": 41,
  "arrival_ns": 2.25,
  "die_area_um2": 5110,
  "finalClockSkew_ns": 0.00686,
  "post_cts_buffers": 0,
  "track_usage_pct": 14.8,
  "antenna_left": 0,
  "antenna_found_initial": 0,
  "synth.ff_latch_count": 41,
  "chipWidth_um": 71.5,
  "maxUsedRoutingLayer": "met4",
  "dp.cells": 214,
  "crit_type": "in2reg",
  "power_density_nw_per_um2": 377
}
## critical path: stages
cell and delay (ns):
clkdlybuf4s50_1 0.40, inv_1 0.49, buf_4 0.43
## registers in the layout, summed over array words and instances, names as in the netlist
signal and flops:
d0 8, dv0 1, i 32
## stage by stage
stage	instance area, um^2	total power [mW]	hold slack [ns]	setup WS, ns
finish	2250	0.846	0.448	2.32
global route	2250	0.882	0.467	2.26
floorplan	1930	0.497	0.400	2.48
CTS	2250	0.855	0.450	2.31
global placement	2110	0.518	0.428	2.04
detailed placement	2110	0.519	0.434	1.99
## layout make-up
class                   instances  area [um^2]
clock buffers                   5         68.8
clock inverters                 3         65.1
fillers                       375         2260
inverters                       5         18.8
multi-input cells             104          679
flip-flops and latches         41         1230
well taps                      52         65.1
repair buffers                 12          118
## logic make-up after synthesis
| logic type | Yosys count | synth area share, % |
|---|---|---|
| simple gates | 73 | 20.9 |
| buf+inv | 5 | 0.973 |
| fa+ha+maj | 1 | 0.648 |
| flops | 41 | 63.8 |
| xor+xnor | 30 | 13.6 |
## where the power goes
group | switching (mW) | total (mW) | internal [mW]
logic | 0.0232 | 0.0478 | 0.0246
registers | 0.0231 | 0.464 | 0.440
clock network | 0.120 | 0.335 | 0.215
total | 0.166 | 0.846 | 0.680
## how the worst max path moves through the flow
stage     from             endpoint  slack [ns]
6_report    ss   i[8]$_SDFFCE_PN0N_        2.32
5_1_grt     ss  i[10]$_SDFFCE_PN0N_        2.26
4_1_cts     ss      d0[2]$_DFFE_PN_        2.31
## cells in the mapped netlist, drive strengths merged
cell / count
nor3: 7
nand4: 12
inv: 5
nor2b: 1
nor4: 9
nand2: 12
and4: 1
edfxtp: 41
nor2: 10
or4: 2
ha: 1
xor2: 6
and2: 2
xnor2: 24
nand3: 16
and3: 1
## routing by layer
metal	track usage, %	up-vias
li1	-	602
met1	27.1	594
met2	19.9	19
met3	4.14	4
met4	1.53	0
met5	0	-
Power and IR drop assume default switching activity.
